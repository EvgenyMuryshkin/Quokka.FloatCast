**flow/design.v**
```verilog
module FloatToInt(
	input clk, inTrigger,
	input [31:0] inData,
	output outReady,
	output outException,
	output [63:0] outData
);
	wire isZero = inData == 0;
	wire isInvalid = inData[30:23] == 8'hFF;  
	wire isLessThenOne = inData[30:23] < 8'h7F;  
	reg ready = 1;
	reg [63:0] result = 0;
	reg nextBit = 0;
	reg isNegative = 0;
	reg [7:0] exponent = 0;
	reg [22:0] mantissa = 0;
	wire [64:0] complement = ~result + 1;
	assign outData = isNegative ? {complement[64], complement[62:0]} : result[63:0];
	assign outException = isInvalid;
	assign outReady = ready;
	wire skipConvert = isZero | isInvalid | isLessThenOne;
	always @ (posedge clk)
		begin
			if (inTrigger)
				begin
					ready <= skipConvert;
					isNegative <= inData[31];
					exponent <= inData[30:23];
					mantissa <= inData[22:0];
					result <= isInvalid ? {1'b1, 63'h0} : 0;
					nextBit <= !skipConvert;
				end
			else if (!ready)
				begin
					ready <= exponent == 8'h7F;
					exponent <= exponent - 1'b1;
					result <= {result[62:0], nextBit};
					nextBit <= mantissa[22];
					mantissa <= {mantissa[21:0], 1'b0};
				end
		end
endmodule
```
**flow/constraint.sdc**
```tcl
current_design FloatToInt

set clk_period 13.5
set clk_io_pct 0.2

create_clock -name clk0 -period $clk_period [get_ports {clk}]

set non_clock_inputs [all_inputs -no_clocks]
set_input_delay [expr $clk_period * $clk_io_pct] -clock clk0 $non_clock_inputs
set_output_delay [expr $clk_period * $clk_io_pct] -clock clk0 [all_outputs]
```
**flow/run.sh**
```bash
#!/bin/bash
# OpenROAD 26Q1-2900-gdf79404cd8, Yosys 0.63+post, stock flow scripts
make -C /OpenROAD-flow-scripts/flow DESIGN_CONFIG=/design/flow/config.mk WORK_HOME=/design/flow/orfs finish
```
**flow/config.mk**
```make
export PLATFORM = sky130hd
export DESIGN_NAME = FloatToInt
export DESIGN_NICKNAME = FloatToInt
export VERILOG_FILES = /design/flow/design.v
export SDC_FILE = /design/flow/constraint.sdc
export NUM_CORES = 4
export LEC_CHECK = 1
export CORE_UTILIZATION = 50
```
==> reports/qor.yml <==
grt_pass1_vias: 3476
p_leak_nw: 2.27
vias: 3783
fp_util_pct: 52.2
hold_buffers: 0
ys_ff: 98
synthAoiAreaFrac_pct: 7.57
die_h_um: 106
worstMarginPinSlew_ns: 0.686
tns_ns: 0
io-pin-count: 100
power_switching_mw: 0.200
overflow: 0
synthMuxAreaShare_pct: 4.93
clk_pin_slew_ns: 0.10
end_kind: "primary output"
edf_count: 97
cts_sinks: 98
synthAdderAreaFrac_pct: 0.688
ir_drop_mv: 0.0832
port_buffers: 99
p_seq_share_pct: 52.1
maxSlewViolCount: 0
fin_skew_ns: 0.00844
power_density_nw_per_um2: 116
clk_latency_ns: 0.35
xor_share_pct: 10.9
row_count: 37
synthDistinctLibCells: 37
yosysTopAreaCell: "edfxtp_1"
dieArea_um2: 11300
tool_warnings: 27
drt-pass1-iter-count: 5
dp_hpwl_um: 7150
gp_congestion: 0.862
antenna_found_initial: 0
drive_gt1_share_pct: 11.1
combinationalPowerShare_pct: 23.7
crit_fanout: 2
cts_root_buffer: "clkbuf_8"
rsz0062_at_grt: "false"
combGateArea_um2: 2410
internal-power_mw: 0.581
cp-startpoint: "inData[25]"
syn_avg_cell_area_um2: 11.7
grt_use_total_pct: 20.9
cap_viol_max_count: 0
synthTopLogicFamily: "simple AND/OR/NAND/NOR gates"
hold_class: "flop to flop"
cts_buffer_depth: 2
p_sw_share_pct: 25.6
area_growth_pct: 23.6
worstHoldStart: "mantissa[3]$_DFFE_PP_"
crit_arrival_ns: 4.14
max-slew-margin-rel_pct: 54.2
status: "finished, final reports clean"
grt_pass1_wl_um: 17500
wirelength_um: 10800
core_um2: 10500
topCellsByArea: "edfxtp_1, xnor2_1, nor2b_1, mux2_2, o21ai_0"
period_needed_ns: 6.84
regArea_um2: 2930
finalSetupViolCount: 0
ys_cells: 466
path_class: "input pin to primary output"
synthFlopType: "edfxtp_1"
reg2reg_from: "ready$_DFF_P_"
async_reset_ff_share_pct: 0
ys_area_um2: 5460
drc_errors: 0
htree_levels: 3
post_cts_buffers: 0
syn-cell-area_um2: 5460
detail_route.wl_per_cell_um: 15.5
ys_seq_share_pct: 53.7
top_cell_area_share_pct: 53.4
cp.required_ns: 10.80
cts_tree: "built"
fill_cells: 860
cts_resized: 0
cts_made_buffers: 9
hold_viol: 0
grt_max_degree: 65
drt.antenna.violating_nets: 0
viasPerCell: 5.44
power_mw: 0.781
yosysWarnings: 1
fmax_mhz: 146
start_kind: "input pin"
syn_inst: 466
antenna-diode-count: 0
pwr-share-clk_pct: 24.2
post-route-period-util_pct: 50.7
die_x_um: 106
drt-initial-drc-count: 182
simple_gate_share_pct: 20.0
[power groups by stage]
| stage | clock network (mW) | logic, mW | registers (mW) |
|---|---|---|---|
| after CTS | 0.198 | 0.188 | 0.407 |
| after global routing | 0.207 | 0.203 | 0.413 |
| final | 0.189 | 0.185 | 0.407 |
[final timing paths]
check                                                end  slack [ns]  depth (start not counted)
worst min-delay path               mantissa[4]$_DFFE_PP_        0.56                          1
worst max register to register  result[27]$_SDFFCE_PP0P_       11.59                          2
worst max-delay path                        outException        6.66                          5
worst min register to register     mantissa[4]$_DFFE_PP_        0.56                          1
[worst max-delay path, cell delays in order]
cell	delay [ns]
clkdlybuf4s50_1	0.48
nand4_1	0.12
nor2_1	0.19
and2_1	0.18
clkdlybuf4s50_1	0.46
[synth_stat cells, drive strengths merged, types with 5 or more instances]
cell type / instances
or4: 11
nand2b: 5
xnor2: 65
clkbuf: 21
inv: 6
nand4: 5
edfxtp: 97
o21ai: 29
o41ai: 15
nor3: 7
nand3: 5
nor4: 9
nand2: 35
nor2b: 61
o31ai: 15
mux2: 23
nor2: 17
or3: 15
or2: 8
[cell type report]
| class | instances | share of cell area (%) |
|---|---|---|
| inverters | 6 | 0.334 |
| flip-flops and latches | 98 | 43.5 |
| clock buffers | 10 | 1.89 |
| clock inverters | 6 | 0.965 |
| well taps | 136 | 2.52 |
| multi-input cells | 338 | 35.8 |
| repair buffers | 102 | 15.0 |
[flip-flops by register name, indices dropped and copies added (netlist names)]
signal	cells
isNegative	1
exponent	8
result	64
ready	1
mantissa	23
nextBit	1
[through the flow]
step                instances  hold WS [ns]  setup slack (ns)  cell area (um^2)  util [%]
floorplan                 466         0.450              7.49              5460         -
global placement          680         0.520              6.70              6550      62.6
detailed placement        680         0.521              6.68              6550      62.6
CTS                       696         0.559              6.67              6740      64.5
global route              696         0.570              6.57              6740      64.5
finish                    696         0.558              6.66              6740      64.5
[per-layer routing]
metal  global-route usage, %  wire, um  share of wire (%)
met1                    38.0      5160                 48
met2                    29.6      4830                 45
met4                    2.64       115                1.1
met3                    4.13       648                6.0
met5                       0         0                  0
[kinds of logic (layout without fill, tap and decap cells)]
| family | Yosys count | after routing |
|---|---|---|
| simple gates | 183 | 183 |
| fa+ha+maj | 3 | 3 |
| mux | 24 | 24 |
| xor+xnor | 68 | 68 |
| compound gates | 60 | 60 |
| buf+inv | 30 | 124 |
| flops | 98 | 98 |
[placed cells by master (no fill, tap or decap), drive strengths merged, types with 2 or more instances in the layout]
master | synthesis | layout
nand2b | 5 | 5
nor2 | 17 | 17
nor3 | 7 | 7
nand4 | 5 | 5
clkdlybuf4s50 | 0 | 98
nand3 | 5 | 5
buf | 3 | 4
o41ai | 15 | 15
o21ai | 29 | 29
o31ai | 15 | 15
and2 | 2 | 2
xnor2 | 65 | 65
nor2b | 61 | 61
nor4 | 9 | 9
clkinv | 0 | 2
nand2 | 35 | 35
or2 | 8 | 8
clkbuf | 21 | 10
inv | 6 | 8
or4 | 11 | 11
xor2 | 3 | 3
ha | 3 | 3
nand3b | 2 | 2
edfxtp | 97 | 97
or3 | 15 | 15
mux2 | 23 | 23
Power is estimated from default activity; no workload was simulated.
