File: design/flow/design.v
module IntToFloat(
	input clk, inTrigger, inIsSigned,
	input [63:0] inData,
	output [31:0] outData,
	output outReady
);
	wire isZero = inData == 0;
	wire isNegative = inIsSigned & inData[63];
	reg ready = 1;
	assign outReady = ready;
	reg [31:0] result = 0;
	assign outData = result;
	reg sign = 0;
	reg [63: 0] buff = 0;
	reg [6:0] shift = 0;
  	wire roundingType1 = buff[39:0] > 40'h80_00_00_00_00;
  	wire roundingType2 = buff[40:39] == 2'b11;
	wire [23:0] mantissa = buff[62:40] + (roundingType1 | roundingType2);  
	wire [7:0] 	exponent = 8'h7F + shift + mantissa[23];  
	wire [30:0] value = {exponent, mantissa[22:0]};
	wire canFastShift = buff[63:60] == 0;
	always @ (posedge clk)
	begin
		if (inTrigger)
			begin
				ready <= isZero;
				result <= 0;
				shift <= 6'h3F;
				sign <= isNegative;
				buff <= isNegative ? (~inData[63:0]) + 1 : inData;
			end
		else if (!ready)
			begin
				ready <= buff[63];
				result <= {sign, value};
				shift <= canFastShift ? shift - 3'b100 : shift - 1'b1;
				buff <= canFastShift ? {buff[59:0], 4'b0000} : {buff[62:0], 1'b0};
			end
	end
endmodule
File: design/flow/run.sh
#!/bin/bash
# OpenROAD 26Q1-2900-gdf79404cd8, Yosys 0.63+post, stock flow scripts
make -C /OpenROAD-flow-scripts/flow DESIGN_CONFIG=/design/flow/config.mk WORK_HOME=/design/flow/orfs finish
File: design/flow/config.mk
export PLATFORM = sky130hd
export DESIGN_NAME = IntToFloat
export DESIGN_NICKNAME = IntToFloat
export VERILOG_FILES = /design/flow/design.v
export SDC_FILE = /design/flow/constraint.sdc
export NUM_CORES = 4
export LEC_CHECK = 1
export CORE_UTILIZATION = 50
File: design/flow/constraint.sdc
current_design IntToFloat

set clk_period 13.1
set clk_io_pct 0.2

create_clock -name clk0 -period $clk_period [get_ports {clk}]

set non_clock_inputs [all_inputs -no_clocks]
set_input_delay [expr $clk_period * $clk_io_pct] -clock clk0 $non_clock_inputs
set_output_delay [expr $clk_period * $clk_io_pct] -clock clk0 [all_outputs]
==> impl_metrics.xml <==
<?xml version="1.0" encoding="UTF-8"?>
<metrics>
  <group name="status">
    <metric name="status" unit="">complete, no violations</metric>
  </group>
  <group name="min_path">
    <metric name="worst_hold_startpoint" unit="">result[11]$_SDFFE_PP0N_</metric>
    <metric name="worst_hold_class" unit="">reg2reg</metric>
    <metric name="min_delay_worst_endpoint" unit="">result[11]$_SDFFE_PP0N_</metric>
    <metric name="hold-path-cell-count" unit="">2</metric>
  </group>
  <group name="routing">
    <metric name="drt_drc_violations_left" unit="">0</metric>
    <metric name="antenna_cells_inserted" unit="">0</metric>
    <metric name="vias" unit="">6428</metric>
    <metric name="detail-route-antenna-nets" unit="">0</metric>
    <metric name="detail_route.wl_per_cell" unit="um">17.5</metric>
    <metric name="drt_pass1_iterations" unit="">5</metric>
    <metric name="route.final.wire_length" unit="um">19200</metric>
    <metric name="dr.first_iter.drc_count" unit="">435</metric>
    <metric name="vias_per_cell" unit="">5.88</metric>
  </group>
  <group name="power_and_ir_drop">
    <metric name="share_seq_of_total_power" unit="">0.486</metric>
    <metric name="power.combinational.fraction" unit="">0.217</metric>
    <metric name="leakage" unit="nW">3.12</metric>
    <metric name="power_switching_share" unit="">0.295</metric>
    <metric name="proportion_of_power_drawn_by_the_clock_network" unit="">0.297</metric>
    <metric name="power-per-cell-area" unit="nW/um^2">107</metric>
    <metric name="peakVddDrop" unit="uV">64.1</metric>
    <metric name="power_spent_charging_and_discharging_nets" unit="mW">0.268</metric>
    <metric name="intPower" unit="mW">0.641</metric>
  </group>
  <group name="clock_network">
    <metric name="insertion_delay" unit="ns">0.36</metric>
    <metric name="cts.clk_slew.worst_paths" unit="ns">0.07</metric>
    <metric name="clockBufferDepth" unit="">2</metric>
    <metric name="cts_buffers" unit="">9</metric>
    <metric name="cts_hold_buf" unit="">0</metric>
    <metric name="tritoncts" unit="">yes</metric>
    <metric name="post_cts_resized" unit="">0</metric>
    <metric name="clock_tree.root_cell" unit="">sky130_fd_sc_hd__clkbuf_16</metric>
    <metric name="cts_setup_buffers" unit="">0</metric>
    <metric name="clock_sink_count" unit="">105</metric>
    <metric name="cts_htree_levels" unit="">3</metric>
  </group>
  <group name="floorplanning">
    <metric name="chip_area" unit="sq um">14700</metric>
    <metric name="floorplanUtilization" unit="">0.512</metric>
    <metric name="pin_count" unit="">100</metric>
    <metric name="rows" unit="">43</metric>
    <metric name="die_height" unit="um">121</metric>
    <metric name="die_width" unit="um">121</metric>
    <metric name="core_region_area" unit="sq um">13800</metric>
  </group>
  <group name="worst_setup_path">
    <metric name="worstPathRequired" unit="ns">13.18</metric>
    <metric name="r2r_cells" unit="">11</metric>
    <metric name="critPathMaxFanout" unit="">9</metric>
    <metric name="critical_path_class" unit="">in2reg</metric>
    <metric name="crit_start" unit="">inData[40]</metric>
    <metric name="critical-path-slowest-cell" unit="">sky130_fd_sc_hd__clkdlybuf4s50_1</metric>
    <metric name="longest_individual_stage_delay_on_the_worst_path" unit="ns">0.57</metric>
    <metric name="timing.reg2reg.setup_slack" unit="ns">9.97</metric>
    <metric name="r2r_start" unit="">buff[45]$_DFFE_PP_</metric>
    <metric name="end_kind" unit="">flop</metric>
    <metric name="cp_data_arrival_time" unit="ns">5.19</metric>
    <metric name="regToRegEndpoint" unit="">result[29]$_SDFFE_PP0N_</metric>
    <metric name="cp-start-kind" unit="">primary input</metric>
    <metric name="timing.critical_path.cells" unit="">clkdlybuf4s50_1, nor4_1, and4_1, nor3b_1, a41oi_1, xnor2_1, a21oi_1</metric>
  </group>
  <group name="job">
    <metric name="warning_count" unit="">28</metric>
    <metric name="cap_viol_max_count" unit="">0</metric>
  </group>
  <group name="synthesis">
    <metric name="synth.yosys.seq_area_share" unit="">0.388</metric>
    <metric name="biggest_area_contributors_in_the_synthesized_netlist" unit="">sky130_fd_sc_hd__edfxtp_1 (28%), sky130_fd_sc_hd__dfxtp_1 (11%), sky130_fd_sc_hd__nand2_1 (7.7%)</metric>
    <metric name="async_s_r_ff_share_synth" unit="">0</metric>
    <metric name="synth-cells-yosys" unit="">844</metric>
    <metric name="yosysChipArea" unit="sq um">7090</metric>
    <metric name="syn_inst" unit="">844</metric>
    <metric name="avgSynthCellArea" unit="sq um">8.40</metric>
    <metric name="synth_cell_types" unit="">55</metric>
    <metric name="yosys_register_bits" unit="">105</metric>
    <metric name="top_cell_area_share" unit="">0.275</metric>
    <metric name="enable_flop_cells" unit="">65</metric>
    <metric name="synthesis.yosys.warnings" unit="">1</metric>
    <metric name="synth_area_leader_cell" unit="">sky130_fd_sc_hd__edfxtp_1</metric>
    <metric name="syn-cell-area" unit="sq um">7090</metric>
    <metric name="ff_type" unit="">sky130_fd_sc_hd__edfxtp_1</metric>
  </group>
  <group name="global_route">
    <metric name="remaining_global_route_overflow" unit="">0</metric>
    <metric name="antenna_found_initial" unit="">0</metric>
    <metric name="grt_use_total" unit="">0.280</metric>
    <metric name="grt_max_degree" unit="">82</metric>
    <metric name="global_route_wire_length_before_repair" unit="um">30600</metric>
    <metric name="first_global_vias" unit="">5926</metric>
  </group>
  <group name="cells_and_area">
    <metric name="final_cell_area" unit="sq um">8450</metric>
    <metric name="finish.utilization" unit="">0.611</metric>
    <metric name="layoutNonFillerInstCount" unit="">1094</metric>
    <metric name="lay_top_cells" unit="">sky130_fd_sc_hd__nand2_1 (144), sky130_fd_sc_hd__clkdlybuf4s50_1 (98), sky130_fd_sc_hd__nor2_1 (80), sky130_fd_sc_hd__edfxtp_1 (65), sky130_fd_sc_hd__a21oi_1 (63)</metric>
    <metric name="layout_top_cell_excl_fill_tap" unit="">sky130_fd_sc_hd__nand2_1</metric>
    <metric name="syn2layout_area_growth" unit="%">19.3</metric>
    <metric name="final_layout_size_suffix_gt1_frac" unit="">0.0525</metric>
  </group>
  <group name="placement">
    <metric name="placed_area" unit="sq um">8160</metric>
    <metric name="detailedPlacementHpwl" unit="um">13500</metric>
    <metric name="routabilityCongestion" unit="">0.934</metric>
    <metric name="placed_cells" unit="">1078</metric>
    <metric name="portBuffers" unit="">99</metric>
  </group>
  <group name="sta">
    <metric name="worst-slew-pin-transition" unit="ns">0.858</metric>
    <metric name="final-setup-viol-count" unit="">0</metric>
    <metric name="unrepaired_setup_endpoints_after_global_routing" unit="">no</metric>
    <metric name="slew_headroom" unit="">0.428</metric>
    <metric name="final.min_clock_period" unit="ns">5.12</metric>
    <metric name="hold_ws" unit="ns">0.468</metric>
    <metric name="timing.setup.tns" unit="ns">0</metric>
    <metric name="post-route-period-util" unit="">0.391</metric>
    <metric name="timing_hold_violations_final" unit="">0</metric>
    <metric name="timing_max_transition_violations_final" unit="">0</metric>
    <metric name="max_clock_freq" unit="MHz">195</metric>
    <metric name="finalClockSkew" unit="ns">0.00760</metric>
  </group>
</metrics>
[worst max-delay path, delay by kind of cell]
family | cells | cell delay [ns]
buffers and inverters | 1 | 0.57
and+or+nand+nor | 3 | 1.43
xor gates and xnor gates | 1 | 0.24
AOI/OAI and AO/OA | 2 | 0.33
[worst max path at each step]
| stage | cells after the start | to | slack, ns |
|---|---|---|---|
| 6_report | 7 | buff[55]$_DFFE_PP_ | 7.98 |
| 5_1_grt | 7 | buff[55]$_DFFE_PP_ | 7.80 |
| 4_1_cts | 7 | buff[55]$_DFFE_PP_ | 8.04 |
[stage by stage]
stage,power (mW),worst slack [ns]
2_1_floorplan,0.554,7.93
3_3_place_gp,0.642,7.69
3_5_place_dp,0.644,7.68
4_1_cts,0.914,8.04
5_1_grt,0.953,7.80
6_report,0.908,7.98
[final cells by class]
class / instances / area (sq um)
fill: 1168 / 5370
multi-input combinational: 668 / 4070
sequential: 105 / 2750
timing repair buffer: 107 / 1050
clock buffer: 12 / 258
tap: 180 / 225
inverter: 18 / 67.6
clock inverter: 4 / 31.3
[synthesized netlist by cell type, types with 8 or more instances]
| cell | n |
|---|---|
| sky130_fd_sc_hd__nand2_1 | 145 |
| sky130_fd_sc_hd__nor2_1 | 80 |
| sky130_fd_sc_hd__edfxtp_1 | 65 |
| sky130_fd_sc_hd__a21oi_1 | 63 |
| sky130_fd_sc_hd__xnor2_1 | 48 |
| sky130_fd_sc_hd__o21ai_0 | 44 |
| sky130_fd_sc_hd__dfxtp_1 | 40 |
| sky130_fd_sc_hd__clkbuf_1 | 38 |
| sky130_fd_sc_hd__xor2_1 | 37 |
| sky130_fd_sc_hd__mux2i_1 | 31 |
| sky130_fd_sc_hd__nor4_1 | 29 |
| sky130_fd_sc_hd__and3_1 | 27 |
| sky130_fd_sc_hd__nor3_1 | 26 |
| sky130_fd_sc_hd__inv_1 | 17 |
| sky130_fd_sc_hd__nand3_1 | 17 |
| sky130_fd_sc_hd__buf_1 | 11 |
| sky130_fd_sc_hd__nand4_1 | 11 |
| sky130_fd_sc_hd__a211oi_1 | 10 |
| sky130_fd_sc_hd__a31oi_1 | 9 |
| sky130_fd_sc_hd__o31ai_1 | 9 |
| sky130_fd_sc_hd__or3_1 | 9 |
| sky130_fd_sc_hd__ha_1 | 8 |
[power groups by stage]
stage | sequential (mW) | clock [mW] | combinational (mW)
5_1_grt | 0.447 | 0.286 | 0.221
6_report | 0.441 | 0.270 | 0.197
4_1_cts | 0.440 | 0.276 | 0.198
[flip-flops by register name, indices dropped and copies added (netlist names)]
signal / cells
result: 32
shift: 7
buff: 64
sign: 1
ready: 1
[routing by layer]
metal,vias up,share of wire,track usage
met3,33,0.067,0.0624
met5,-,0,0
li1,3155,-,-
met4,0,0.027,0.0687
met2,248,0.47,0.440
met1,2992,0.44,0.410
[cell families after synthesis]
| kind of cell | count (synthesis) | synth area share |
|---|---|---|
| AND/OR/NAND/NOR | 386 | 0.273 |
| XOR/XNOR | 85 | 0.105 |
| buffers and inverters | 71 | 0.0387 |
| multiplexers | 31 | 0.0438 |
| adder cells (fa/ha/maj) | 8 | 0.0141 |
| flip-flops | 105 | 0.388 |
| AND-OR/OR-AND | 158 | 0.137 |
Power figures rest on the tool's default switching activity, not on a simulated workload.
